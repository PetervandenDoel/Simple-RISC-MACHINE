[/design/flow/design.v]
module lab7_top(KEY,SW,LEDR,HEX0,HEX1,HEX2,HEX3,HEX4,HEX5);
input [3:0] KEY;
input [9:0] SW;
output [9:0] LEDR;
output [6:0] HEX0, HEX1, HEX2, HEX3, HEX4, HEX5;
wire clk,reset;
wire [1:0] mem_cmd;
wire [8:0] mem_addr;
reg [15:0] read_data;
wire [15:0] write_data;
wire write;
wire [15:0] dout;
wire msel;
wire buffer_enable;
wire N, V, Z;
reg LED_load;
reg SWITCH_read;
wire [15:0] read_data_RAM,read_data_SWITCH;
assign clk=~KEY[0];
assign reset=~KEY[1];
RAM MEM(clk,mem_addr[7:0],mem_addr[7:0],write,write_data,dout);
defparam MEM.filename="ram_test.txt";
assign msel=~mem_addr[8];
assign write=(mem_cmd==2'b10)&msel;
assign buffer_enable=msel&(mem_cmd==2'b01);
assign read_data_RAM = buffer_enable ? dout : 16'bzzzzzzzzzzzzzzzz;
cpu CPU(clk,reset,read_data,write_data,N,V,Z,mem_cmd,mem_addr);
always@(*) begin
if((mem_cmd==2'b01)&(mem_addr==9'b101000000)) begin
SWITCH_read=1'b1;
end else begin
SWITCH_read=1'b0;
end
end
assign read_data_SWITCH[7:0]=SWITCH_read ? SW[7:0]: (8'bzzzzzzzz);
assign read_data_SWITCH[15:8]=SWITCH_read? (8'b00000000):(8'bzzzzzzzz);
REG #(8) LEDREG(clk,LED_load,write_data[7:0],LEDR[7:0]);
assign LEDR[9:8]=2'b00;
always@(*) begin
if((mem_addr==9'b100000000)&(mem_cmd==2'b10)) begin
LED_load=1'b1;
end
else begin
LED_load=1'b0;
end
end
always@(*) begin
if(read_data_RAM!==16'bzzzzzzzzzzzzzzzz) begin
read_data=read_data_RAM;
end else if(read_data_SWITCH!==16'bzzzzzzzzzzzzzzzz) begin
read_data=read_data_SWITCH;
end else begin
read_data=16'bxxxxxxxxxxxxxxxx;
end
end
sseg H1(write_data[3:0],HEX0);
sseg H2(write_data[7:4],HEX1);
sseg H3(write_data[11:8],HEX2);
sseg H4(write_data[15:12],HEX3);
assign HEX4=7'b1000000;
assign HEX5=7'b1000000;
endmodule
module sseg(in,segs);
  input [3:0] in;
  output reg [6:0] segs;
  always@(in) begin
   case(in)
4'b0000: segs=7'b1000000;
4'b0001: segs=7'b1111001;
4'b0010: segs=7'b0100100;
4'b0011: segs=7'b0110000;
4'b0100: segs=7'b0011001;
4'b0101: segs=7'b0010010;
4'b0110: segs=7'b0000010;
4'b0111: segs=7'b1111000;
4'b1000: segs=7'b0000000;
4'b1001: segs=7'b0010000;
4'b1010: segs=7'b0001000;
4'b1011: segs=7'b0000011;
4'b1100: segs=7'b1000110;
4'b1101: segs=7'b0100001;
4'b1110: segs=7'b0000110;
4'b1111: segs=7'b0001110;
default: segs=7'b0101011;
endcase
   end
endmodule
module vDFF(clk,D,Q);
  parameter n=1;
  input clk;
  input [n-1:0] D;
  output [n-1:0] Q;
  reg [n-1:0] Q;
  always @(posedge clk)
    Q <= D;
endmodule
[/design/flow/run.sh]
#!/bin/bash
# OpenROAD 26Q1-2900-gdf79404cd8, Yosys 0.63+post, stock flow scripts
make -C /OpenROAD-flow-scripts/flow DESIGN_CONFIG=/design/flow/config.mk WORK_HOME=/design/flow/orfs finish
[/design/flow/config.mk]
export PLATFORM = sky130hd
export DESIGN_NAME = sseg
export DESIGN_NICKNAME = sseg
export VERILOG_FILES = /design/flow/design.v
export SDC_FILE = /design/flow/constraint.sdc
export NUM_CORES = 4
export LEC_CHECK = 1
export CORE_AREA = 10 10 70 70
export DIE_AREA = 0 0 80 80
[/design/flow/constraint.sdc]
current_design sseg

set clk_period 1.4
set clk_io_pct 0.2

create_clock -name clk0 -period $clk_period

set non_clock_inputs [all_inputs -no_clocks]
set_input_delay [expr $clk_period * $clk_io_pct] -clock clk0 $non_clock_inputs
set_output_delay [expr $clk_period * $clk_io_pct] -clock clk0 [all_outputs]
==> ci_impl_report.md <==
### Yosys + OpenROAD results

| Metric | Value |
|---|---|
| Status | complete, but fails checks |
| Failing checks | negative setup slack |
| DP Area | 512 sq um |
| Power after layout | 0.000156 W |
| Met2 wire len | 485 um |
| Clkbuf count | 0 |
| Met3 wire length | 81 um |
| Fraction of power consumed by the clock network | 0% |
| P_int | 0.0000902 W |
| FP Core Util | 8.06% |
| Sequential cell area | 0 sq um |
| DRT met1 WL | 436 um |
| Worst Max-Slew Pin Slew | 0.134 ns |
| Drt via density | 3.16 |
| FMAX | 0.630 GHz |
| Critical path class | in -> out |
| Endpoints failing setup | 6 |
| Global-route wire length before repair | 1560 um |
| Via count | 319 |
| Count leader, synth | ha_1 |
| Flops | 0 |
| Worst slew margin | 90.8% |
| Congestion Overflow GR | 0 |
| Vias in the first global route | 320 |
| Final Cycle Share | 113% |
| Crit. End Element | output pin |
| Share of cells above drive strength 1 | 70.9% |
| RSZ-0062 raised after global routing | yes |
| Maximum vdd ir drop | 0.0000409 V |
| Pre-Repair DR Iteration Count | 2 |
| Synth-to-Final Area Change | 122% |
| Top cells by area | ha_1 32%, mux2i_1 15%, mux4_1 9.5% |
| Final Hold Fails | 0 |
| PD cells | 256 mW/mm^2 |
| Diode count | 0 |
| Final Util | 17.9% |
| CP startpoint kind | primary input |
| Crit path time final | 1.59 ns |
| Fin area | 611 sq um |
| Core area | 0.00342 sq mm |
| Max-Cap Viols | 0 |
| Die X | 80 um |
| Cell accounting for the most synthesized area | ha_1 |
| Yosys stat chip area | 275 sq um |
| HPWL after DPL | 635 um |
| Leak | 0.270 nW |
| Hold WS | 1.06 ns |
| Cell Type Count | 15 |
| Log Warnings | 40 |
| I/O Pins | 11 |
| GR Util All Layers | 2.82% |
| Wire per inst | 9.93 um |
| NetSw | 0.0000662 W |
| Sequential Power Share | 0% |
| Initial antenna violation count | 0 |
| Final Max Slew Viols | 0 |
| Seq share, synth | 0% |
| Top-area cell share | 31.8% |
| Avg Cell Area, Syn | 8.60 sq um |
| Synth top cells by count | 7 x ha_1, 5 x nor2_1, 4 x mux2i_1 |
| Die height | 80 um |
| Yosys warning count | 6 |
| DRC errors left | 0 |
| CP required | 1.12 ns |
| Number of cells in Yosys stat | 32 |
| Die area | 0.00640 sq mm |
| Combinational power share | 100.0% |
| Top Layer Used | met3 |
| Sw Ratio | 42.3% |
| Largest net degree at the start of global routing | 6 |
| Worst Setup Slack, final | -0.188 ns |
| Syn Std Cell Area | 275 sq um |
| Critical-path maximum fanout | 4 |
| Initial DRC count | 4 |
| CP Data Arrival Time | 1.31 ns |
| GPL Wtd Cong | 0.781 |
| Post-route ant nets | 0 |
| Min-delay worst type | in -> out |
| Post-Route WL | 1000 um |
| Mapped Cells | 32 |
| Setup TNS | -0.647 ns |
| CTS Hold Buffers Added | 0 |
| IO buf count | 11 |
| Rows | 21 |
-- final cells by class --
type	count	area (sq um)
Fill cell	375	2810
Inverter	3	21.3
Multi-Input combinational cell	27	335
Tap cell	46	57.6
Timing Repair Buffer	25	196
-- worst max-delay path, cell delays in order --
cell and delay (ns):
buf_8 0.11, inv_8 0.06, ha_4 0.13, and2b_2 0.21
or3b_1 0.34, o21ai_1 0.08, buf_2 0.11
-- worst paths after layout --
check | start | cells past startpoint | endpoint
worst min-delay path | in[1] | 4 | segs[1]
worst max-delay path | in[1] | 7 | segs[0]
-- power by group through the flow --
| stage | Sequential (W) | Combinational [W] | Clock (W) |
|---|---|---|---|
| 5_1_grt | 0 | 0.000174 | 0 |
| 4_1_cts | 0 | 0.000148 | 0 |
| 6_report | 0 | 0.000156 | 0 |
-- per-layer routing --
layer,vias to the layer above,global-route usage (%)
li1,160,-
met4,0,0
met5,-,0
met1,152,3.43
met2,7,5.14
met3,0,0.682
-- layout by cell type, fill, tap and decap left out, types with 3 or more instances in the layout --
| cell type | n |
|---|---|
| ha_4 | 6 |
| buf_6 | 3 |
| buf_2 | 7 |
| mux2i_1 | 4 |
| buf_4 | 10 |
-- metrics by stage --
step                instances  setup slack (ns)
finish                    101            -0.188
global route              101            -0.255
CTS                       101            -0.180
detailed placement         98             -1.03
global placement           98             -1.04
floorplan                  32           0.00495
-- cell families after synthesis --
family	after synthesis	share of synthesized area (%)
AOI/OAI and AO/OA	6	15.5
adders and majority gates	7	31.8
buffers and inverters	5	10.0
muxes	6	28.2
and+or+nand+nor	8	14.5
-- repair_timing --
item	CTS	global route
pin swaps	7	6
endpoints found under the setup margin	7	7
gates resized	57	7
gates cloned	1	0
setup buffers	4	1
Power is estimated from default activity; no workload was simulated.
